`design/flow/run.sh`:
```
#!/bin/bash
# OpenROAD 26Q1-2900-gdf79404cd8, Yosys 0.63+post, stock flow scripts
make -C /OpenROAD-flow-scripts/flow DESIGN_CONFIG=/design/flow/config.mk WORK_HOME=/design/flow/orfs finish
```
`design/flow/config.mk`:
```
export PLATFORM = sky130hd
export DESIGN_NAME = spi_controller
export DESIGN_NICKNAME = spi_controller
export VERILOG_FILES = /design/flow/design.v
export SDC_FILE = /design/flow/constraint.sdc
export NUM_CORES = 4
export LEC_CHECK = 1
export CORE_UTILIZATION = 50
```
`design/flow/constraint.sdc`:
```
current_design spi_controller

set clk_period 2.1
set clk_io_pct 0.2

create_clock -name clk0 -period $clk_period [get_ports {clk}]

set non_clock_inputs [all_inputs -no_clocks]
set_input_delay [expr $clk_period * $clk_io_pct] -clock clk0 $non_clock_inputs
set_output_delay [expr $clk_period * $clk_io_pct] -clock clk0 [all_outputs]
```
`design/flow/design.v`:
```
`timescale 1ns / 1ps
module controller_fsm(
		input wire clk,
		input wire rst,
		output reg[7:0] spi_clk_div,
		output reg cpol,
		output reg cpha,
		output reg transfer_req,
		input wire transfer_ready,
		input wire transfer_done,
		output reg[7:0] to_agent,
		input wire[7:0] from_agent,
		output reg[15:0] uart_clk_div,
		output reg tx_req,
		output reg[7:0] tx_data,
		input wire[7:0] rx_data,
		input wire tx_ready,
		input wire rx_ready,
		output wire[7:0] led,
		output reg cs_n,
		output reg[15:0] hex_data
	);
	localparam[7:0] CMD_NOP = 8'h00;		 
	localparam[7:0] CMD_TEST = 8'h01;	 
	localparam[7:0] CMD_SPI_CLK = 8'h02;	 
	localparam[7:0] CMD_SPI_MODE = 8'h03;	 
	localparam[7:0] CMD_BAUD = 8'h04;	 
	localparam[7:0] CMD_CHIPSEL = 8'h05;	 
	localparam[7:0] CMD_TRANSFER = 8'h06;	 
	localparam[7:0] S_IDLE = 8'h00;
	localparam[7:0] S_TEST = 8'h01;
	localparam[7:0] S_TEST_REQ = 8'h02;
	localparam[7:0] S_SPI_CLK = 8'h03;
	localparam[7:0] S_SPI_MODE = 8'h04;
	localparam[7:0] S_BAUD_L = 8'h05;
	localparam[7:0] S_BAUD_H = 8'h06;
	localparam[7:0] S_CHIPSEL = 8'h07;
	localparam[7:0] S_TRANSFER_GET = 8'h08;
	localparam[7:0] S_TRANSFER_SRQ = 8'h09;
	localparam[7:0] S_TRANSFER_SGT = 8'h0A;
	localparam[7:0] S_TRANSFER_URQ = 8'h0B;
	reg[7:0] state;
	reg[7:0] command_count;
	reg[7:0] baud_buf;
	assign led = command_count;
	always @(posedge clk or posedge rst)
	begin
		if(rst)
		begin
			spi_clk_div <= 8'h00;	 
			cpol <= 1'b0;
			cpha <= 1'b0;
			transfer_req <= 1'b0;
			to_agent <= 8'h00;
			uart_clk_div <= 16'd433;	 
			tx_req <= 1'b0;
			tx_data <= 8'h00;
			cs_n <= 1'b0;
			hex_data <= 16'h0000;
			state <= S_IDLE;
			command_count <= 8'h00;
			baud_buf <= 8'h00;
		end
		else
		begin
			case(state)
			S_IDLE:
			begin
				if(rx_ready)
				begin
					command_count <= command_count + 8'h01;
					case(rx_data)
					CMD_NOP: ;
					CMD_TEST: state <= S_TEST;
					CMD_SPI_CLK: state <= S_SPI_CLK;
					CMD_SPI_MODE: state <= S_SPI_MODE;
					CMD_BAUD: state <= S_BAUD_L;
					CMD_CHIPSEL: state <= S_CHIPSEL;
					CMD_TRANSFER: state <= S_TRANSFER_GET;
					default: ;
					endcase
				end
			end
			S_TEST:
			begin
				if(rx_ready)
				begin
					tx_data <= rx_data;
					tx_req <= 1'b1;
					state <= S_TEST_REQ;
				end
			end
			S_TEST_REQ:
			begin
				if(tx_ready)
				begin
					tx_req <= 1'b0;
					state <= S_IDLE;
				end
			end
			S_SPI_CLK:
			begin
				if(rx_ready)
				begin
					spi_clk_div <= rx_data;
					state <= S_IDLE;
				end
			end
			S_SPI_MODE:
			begin
				if(rx_ready)
				begin
					cpha <= rx_data[0];
					cpol <= rx_data[1];
					state <= S_IDLE;
				end
			end
			S_BAUD_L:
			begin
				if(rx_ready)
				begin
					baud_buf <= rx_data;
					state <= S_BAUD_H;
				end
			end
			S_BAUD_H:
			begin
				if(rx_ready)
				begin
					uart_clk_div <= {rx_data, baud_buf};
					state <= S_IDLE;
				end
			end
			S_CHIPSEL:
			begin
				if(rx_ready)
				begin
					cs_n <= rx_data[0];
					state <= S_IDLE;
				end
			end
			S_TRANSFER_GET:
			begin
				if(rx_ready)
				begin
					to_agent <= rx_data;
					hex_data[15:8] <= rx_data;
					transfer_req <= 1'b1;
					state <= S_TRANSFER_SRQ;
				end
			end
			S_TRANSFER_SRQ:
			begin
				if(transfer_ready)
				begin
					transfer_req <= 1'b0;
					state <= S_TRANSFER_SGT;
				end
			end
			S_TRANSFER_SGT:
			begin
				if(transfer_done)
				begin
					tx_data <= from_agent;
					hex_data[7:0] <= from_agent;
					tx_req <= 1'b1;
					state <= S_TRANSFER_URQ;
				end
			end
			S_TRANSFER_URQ:
			begin
				if(tx_ready)
				begin
					tx_req <= 1'b0;
					state <= S_IDLE;
				end
			end
			default: ;
			endcase
		end
	end
endmodule
module spi_host(
		input wire clk,
		input wire rst,
		input wire[7:0] clk_div,
		input wire cpol,
		input wire cpha,
		output reg sck,
		output wire mosi,
		input wire miso,
		input wire transfer_req,
		output wire transfer_ready,
		output reg transfer_done,
		input wire[7:0] to_agent,
		output wire[7:0] from_agent);
	wire timer_pulse;
	wire last_cycle;
	wire load_en;
	wire shift_en;
	wire next_load_en;
	wire next_shift_en;
	wire[7:0] load_data;
	reg[3:0] cycle_count;
	reg[7:0] timer;
	reg transfer_active;
	reg load_en_ff;
	reg shift_en_ff;
	reg[7:0] load_data_hold;
	reg[7:0] tx_shift;
	reg[7:0] rx_shift;
	assign timer_pulse = ~|timer;
	assign last_cycle = &cycle_count;
	assign next_load_en = last_cycle & transfer_req;
	assign load_en = cpha ? load_en_ff : next_load_en;
	assign next_shift_en = transfer_active & cycle_count[0];
	assign shift_en = cpha ? shift_en_ff : next_shift_en;
	assign load_data = cpha ? load_data_hold : to_agent;
	assign mosi = tx_shift[7];
	assign transfer_ready = last_cycle & timer_pulse;
	assign from_agent = rx_shift;
	always @(posedge clk or posedge rst)
	begin
		if(rst)
		begin
			sck <= 1'b0;
			transfer_done <= 1'b0;
			cycle_count <= 4'hF;
			timer <= 8'h00;
			transfer_active <= 1'b0;
			load_en_ff <= 1'b0;
			shift_en_ff <= 1'b0;
			load_data_hold <= 8'h00;
			tx_shift <= 8'h00;
			rx_shift <= 8'h00;
		end
		else
		begin
			if(timer_pulse)
			begin
				if(last_cycle & transfer_req)
					cycle_count <= 4'h0;
				else if(~last_cycle)
					cycle_count <= cycle_count + 4'h1;
			end
			if(timer == clk_div || (transfer_ready & ~transfer_req))
				timer <= 8'h0;
			else
				timer <= timer + 8'h01;
			if(transfer_ready)
				transfer_active <= transfer_req;
			if(timer_pulse)
			begin
				load_en_ff <= next_load_en;
				shift_en_ff <= next_shift_en;
				load_data_hold <= to_agent;
			end
			if(shift_en & timer_pulse)
				tx_shift <= {tx_shift[6:0], load_data[0]};
			if((shift_en ^ cpha) & timer_pulse)
				rx_shift <= {rx_shift[6:0], miso};
			if(load_en & timer_pulse)
				tx_shift <= load_data;
			if(timer_pulse)
			begin
				if(last_cycle)
					sck <= cpol;
				else
					sck <= ~sck;
			end
			transfer_done <= transfer_active & last_cycle & timer_pulse;
		end
	end
endmodule
module uart_gen2(
		input wire clk,
		input wire reset,
		input wire[15:0] clk_div,
		input wire tx_req,
		input wire[7:0] tx_data,
		input wire rx,
		output wire tx,
		output reg[7:0] rx_data,
		output reg tx_ready,
		output reg rx_ready);
	reg[15:0] rx_timer;
	reg[9:0] rx_frame;
	reg rx_active;
	reg[15:0] tx_timer;
	reg[9:0] tx_frame;
	reg tx_active;
	wire rx_time;
	wire tx_time;
	reg rx_s;
	reg prev_tx_req;
	assign tx_time = (tx_timer == clk_div);
	assign rx_time = (rx_timer == clk_div);
	assign tx = tx_frame[0];
	initial
	begin
		rx_s = 1'b1;
		rx_frame = 10'b1111111111;
	end
	always @(posedge clk)
	begin
		rx_s <= rx;
		prev_tx_req <= tx_req;
		if(reset)
		begin
			rx_timer <= 0;
			rx_active <= 0;
			tx_active <= 0;
			tx_timer <= 0;
			tx_ready <= 0;
			rx_ready <= 0;
			rx_data <= 0;
			tx_frame <= 10'b1111111111;
			rx_frame <= 10'b1111111111;
		end
		else
		begin
			if(rx_active)
			begin
				if(rx_time)
				begin
					rx_timer <= 0;
					rx_frame <= {rx_s, rx_frame[9:1]};
				end
				else
					rx_timer <= rx_timer + 16'h01;
			end
			else
			begin
				rx_timer <= {1'b0, clk_div[15:1]};	 
				rx_frame <= 10'b1111111111;
			end
			if(~rx_s)	 
				rx_active <= 1'b1;
			if(~rx_frame[0] & rx_active)
			begin
				rx_active <= 1'b0;
				rx_ready <= 1'b1;
				rx_data <= rx_frame[8:1];
			end
			else
				rx_ready <= 1'b0;
			if(tx_active)
			begin
				if(tx_time)
				begin
					tx_timer <= 0;
					tx_frame <= {1'b0, tx_frame[9:1]};
				end
				else
					tx_timer <= tx_timer + 16'h01;
			end
			else
			begin
				tx_timer <= 0;
				tx_frame <= 10'b1111111111;
			end
			if(tx_req & (~prev_tx_req))
			begin
				tx_active <= 1'b1;
				tx_frame <= {1'b1, tx_data, 1'b0};
			end
			if((tx_frame[9:1] == 9'h00) && tx_time)
			begin
				tx_active <= 1'b0;
				tx_frame <= 10'b1111111111;
				tx_ready <= 1'b1;
			end
			else
				tx_ready <= 1'b0;
		end
	end
endmodule
`timescale 1ns / 1ps
module spi_controller(
		input wire clk,
		input wire rst_n,
		output wire[2:0] led,
		input wire rxd,
		output wire txd,
		output wire cs_n,
		output wire sck,
		output wire mosi,
		input wire miso
	);
	reg rst_s;
	reg rst;
	assign led = {cs_n, txd, rxd};
	initial
	begin
		rst_s = 1'b1;
		rst = 1'b0;
	end
	always @(posedge clk)
	begin
		rst_s <= ~rst_n;
		rst <= rst_s;
	end
	wire[7:0] spi_clk_div;
	wire cpol;
	wire cpha;
	wire transfer_req;
	wire transfer_ready;
	wire transfer_done;
	wire[7:0] to_agent;
	wire[7:0] from_agent;
	wire[15:0] uart_clk_div;
	wire tx_req;
	wire[7:0] tx_data;
	wire[7:0] rx_data;
	wire tx_ready;
	wire rx_ready;
	controller_fsm controller_i(
		.clk(clk),
		.rst(rst),
		.spi_clk_div(spi_clk_div),
		.cpol(cpol),
		.cpha(cpha),
		.transfer_req(transfer_req),
		.transfer_ready(transfer_ready),
		.transfer_done(transfer_done),
		.to_agent(to_agent),
		.from_agent(from_agent),
		.uart_clk_div(uart_clk_div),
		.tx_req(tx_req),
		.tx_data(tx_data),
		.rx_data(rx_data),
		.tx_ready(tx_ready),
		.rx_ready(rx_ready),
		.led(),
		.cs_n(cs_n),
		.hex_data()
	);
	uart_gen2 uart_i(
		.clk(clk),
		.reset(rst),
		.clk_div(uart_clk_div),
		.tx_req(tx_req),
		.tx_data(tx_data),
		.rx(rxd),
		.tx(txd),
		.rx_data(rx_data),
		.tx_ready(tx_ready),
		.rx_ready(rx_ready));
	spi_host spi_i(
		.clk(clk),
		.rst(rst),
		.clk_div(spi_clk_div),
		.cpol(cpol),
		.cpha(cpha),
		.sck(sck),
		.mosi(mosi),
		.miso(miso),
		.transfer_req(transfer_req),
		.transfer_ready(transfer_ready),
		.transfer_done(transfer_done),
		.to_agent(to_agent),
		.from_agent(from_agent));
endmodule
```
==> GITHUB_STEP_SUMMARY <==
## PnR job results

| Metric | Value |
|---|---|
| Outcome | `finished, final reports clean` |
| Final wirelength | `15400 um` |
| Largest driver fanout on the critical path | `18` |
| Drt via density | `5.31` |
| Least-Margin Pin Slew | `0.600 ns` |
| Antenna diode count | `0` |
| CTS tree | `yes` |
| Hold-critical path endpoint | `rst$_DFF_P_` |
| Startpoint of the lowest-slack register-to-register path | `controller_i.uart_clk_div[15]$_DFFE_PP0P_` |
| Class of the tightest hold or removal check | `reg -> reg` |
| Std-Cell Core Area | `15300 um^2` |
| Type of element launching the critical path | `flip-flop` |
| Global placement routability congestion | `0.854` |
| Dpl cells | `947` |
| Slowest Stage Delay on Critical Path | `0.49 ns` |
| Share of flip-flops with an asynchronous set or reset | `0.609` |
| Y dimension of the die | `127 um` |
| Library cell with the highest instance count after synthesis | `sky130_fd_sc_hd__dfrtp_1` |
| # Cells Yosys | `735` |
| Clock buffers created by TritonCTS | `17` |
| Pwr/cell area | `717 nW/um^2` |
| Critical path data arrival time | `2.26 ns` |
| Fraction of layout cells with a size suffix above 1 | `0.186` |
| DRC Markers | `0` |
| Number of iterations in the first detailed-routing pass | `6` |
| Worst hold path startpoint | `rst_s$_DFF_P_` |
| Cell with the largest stage delay on the worst path | `sky130_fd_sc_hd__dfrtp_1` |
| Layout area overhead | `12.6%` |
| Cells after synthesis | `735` |
| Wire length of the first global-routing pass | `26100 um` |
| Ports placed on the boundary | `11` |
| Final Cycle Share | `0.916` |
| Per-instance average area after synthesis | `10.7 um^2` |
| Grt total ovfl | `0` |
| Most frequent cells after synthesis | `sky130_fd_sc_hd__dfrtp_1 (96), sky130_fd_sc_hd__dfxtp_1 (68), sky130_fd_sc_hd__mux2_2 (60), sky130_fd_sc_hd__nand2_1 (58)` |
| Main synth FF type | `sky130_fd_sc_hd__dfrtp_1` |
| Global-route usage over all layers | `0.212` |
| Highest attainable clock frequency | `520 MHz` |
| Worst voltage drop across the vdd grid | `582 uV` |
| Skew-Pair Late Insertion Delay | `0.42 ns` |
| Remaining number of nets flagged by the antenna check after routing | `0` |
| Sequential-to-total area share from yosys stat | `0.512` |
| Clk_skew | `0.00882 ns` |
| Synthesized registers | `174` |
| Final-report hold violation count | `0` |
| Placed wire-length estimate | `10400 um` |
| Overall chip area | `16200 um^2` |
| Number of enable-type register cells in the synthesized netlist | `0` |
| Count of standard-cell rows | `45` |
| Synth top area share | `0.305` |
| Warning count from the yosys run | `4` |
| Via count of the routed design | `5206` |
| Yosys-reported design area after synthesis | `7870 um^2` |
| Yosys top cell by area | `sky130_fd_sc_hd__dfrtp_1` |
| Required time at the worst-slack endpoint | `2.44 ns` |
| CTS hold repair buffers | `0` |
| Leakage | `3.90 nW` |
| Tool Warnings | `29` |
| Die X-Extent | `127 um` |
| Largest net degree at the start of global routing | `107` |
| Crit-path cells | `xor2_1 > nor4_2 > and4_1 > buf_4 > nor3b_1 > o31ai_1` |
| Clock slew at the register clock pins of the worst setup and hold paths | `0.07 ns` |
| Antenna violations before repair | `0` |
| Port bufs | `10` |
| Placed instance area | `8280 um^2` |
| Final standard cell utilization of the core | `0.581` |
| Max cap viols | `0` |
| Most area-consuming cells after synthesis | `sky130_fd_sc_hd__dfrtp_1 (31%), sky130_fd_sc_hd__dfxtp_1 (17%), sky130_fd_sc_hd__mux2_2 (8.6%)` |
| CP Class | `reg -> reg` |
| RSZ-0062 raised after global routing | `no` |
| Yosys cell types | `56` |
| Clock Sink Count | `174` |
| Core utilization before placement | `0.516` |
| Initial DRC count | `364` |
| Post-synthesis cell area | `7870 um^2` |
| Post-route standard cell area excluding fillers | `8860 um^2` |
| Crit Reg-Reg Endpoint | `uart_i.tx_frame[0]$_SDFFE_PP1P_` |
| Max-slew headroom | `0.599` |
| Maximum level of the CTS H-tree | `4` |
| Instance count along the most critical hold path | `0` |
| Detailed-route wire length per cell | `15.8 um` |
| Kind of end point of the critical path | `flip-flop` |
| Cell at the root of the clock tree | `sky130_fd_sc_hd__clkbuf_16` |
| Final-report max-slew violation count | `0` |
| Period minus WS final | `1.92 ns` |
| Filler cell count | `1254` |
| Largest buffer count on any clock path | `2` |
| Reg-to-reg slack, setup | `0.18 ns` |
| Minimum hold slack | `0.331 ns` |
| Logic depth of the worst register-to-register path | `6` |
| Vias in the first global route | `5052` |
| Number of setup violations in the final report | `0` |
| Post-route non-filler standard cell count | `980` |
==> metal layers <==
layer	vias up	global-route usage	wire length (um)
met5	-	0	0
met4	0	0.0231	160
met3	9	0.0290	312
met2	52	0.331	7300
met1	2537	0.342	7660
li1	2608	-	-
==> logic make-up after synthesis <==
kind of cell,Yosys count,share of synthesized area
buffers and inverters,56,0.0323
AND/OR/NAND/NOR,232,0.153
adder cells (fa/ha/maj),5,0.00795
flip-flops,174,0.512
multiplexers,100,0.137
XOR/XNOR,74,0.0824
AND-OR/OR-AND,94,0.0765
==> stage by stage <==
| step | setup TNS [ns] | setup slack, ns | power, mW |
|---|---|---|---|
| 2_1_floorplan | -12.31 | -0.793 | 3.48 |
| 5_1_grt | 0 | 0.0461 | 6.56 |
| 3_3_place_gp | 0 | 0.0872 | 3.51 |
| 3_5_place_dp | 0 | 0.0310 | 3.51 |
| 4_1_cts | 0 | 0.0647 | 6.43 |
| 6_report | 0 | 0.176 | 6.35 |
==> sequential cells by signal (all words and copies together), names as in the netlist, 4 cells and up, named ones only <==
name                       flops
controller_i.baud_buf          8
spi_i.timer                    8
uart_i.rx_frame               10
uart_i.tx_timer               16
uart_i.tx_frame               10
controller_i.tx_data           8
controller_i.spi_clk_div       8
spi_i.cycle_count              4
spi_i.rx_shift                 8
uart_i.rx_data                 8
uart_i.rx_timer               16
spi_i.tx_shift                 8
controller_i.uart_clk_div     16
spi_i.load_data_hold           8
controller_i.to_agent          8
controller_i.state            11
==> timing repair <==
| item | CTS | global route |
|---|---|---|
| resized | 1 | 1 |
| endpoints found under the hold margin | 0 | 0 |
| setup buffers | 0 | 1 |
| setup endpoints to repair | 1 | 11 |
==> worst max-delay path: cells and delay by family, from the launching register on <==
kind | cells | cell delay [ns]
AND-OR/OR-AND | 1 | 0.20
XOR/XNOR | 1 | 0.21
flip-flops | 1 | 0.49
buffers and inverters | 1 | 0.21
AND/OR/NAND/NOR | 3 | 0.72
==> power by group <==
| part | switching (mW) | internal (mW) |
|---|---|---|
| Clock | 1.34 | 1.56 |
| Sequential | 0.00480 | 3.34 |
| Combinational | 0.0681 | 0.0266 |
| Total | 1.42 | 4.93 |
==> worst max path at each step <==
| stage | from | cells after the start | slack (ns) | endpoint |
|---|---|---|---|---|
| CTS | controller_i.uart_clk_div[15]$_DFFE_PP0P_ | 6 | 0.06 | uart_i.tx_frame[0]$_SDFFE_PP1P_ |
| global route | controller_i.uart_clk_div[8]$_DFFE_PP1P_ | 6 | 0.05 | uart_i.tx_frame[3]$_SDFFE_PP1P_ |
| finish | controller_i.uart_clk_div[15]$_DFFE_PP0P_ | 6 | 0.18 | uart_i.tx_frame[0]$_SDFFE_PP1P_ |
==> placed cells by master (no fill, tap or decap), types with 8 or more instances in the layout <==
| master | n |
|---|---|
| sky130_fd_sc_hd__o21ai_0 | 17 |
| sky130_fd_sc_hd__mux2i_1 | 40 |
| sky130_fd_sc_hd__xor2_1 | 52 |
| sky130_fd_sc_hd__buf_4 | 24 |
| sky130_fd_sc_hd__nand3_1 | 36 |
| sky130_fd_sc_hd__inv_1 | 19 |
| sky130_fd_sc_hd__dfstp_2 | 10 |
| sky130_fd_sc_hd__nor3_1 | 11 |
| sky130_fd_sc_hd__a21oi_1 | 36 |
| sky130_fd_sc_hd__nand2b_1 | 20 |
| sky130_fd_sc_hd__nor2_1 | 52 |
| sky130_fd_sc_hd__and3_1 | 8 |
| sky130_fd_sc_hd__clkdlybuf4s50_1 | 10 |
| sky130_fd_sc_hd__xnor2_1 | 22 |
| sky130_fd_sc_hd__mux2_2 | 60 |
| sky130_fd_sc_hd__a31oi_1 | 8 |
| sky130_fd_sc_hd__clkbuf_16 | 17 |
| sky130_fd_sc_hd__nand2_1 | 58 |
| sky130_fd_sc_hd__dfrtp_1 | 96 |
| sky130_fd_sc_hd__dfxtp_1 | 68 |
==> area by class of cell <==
type                            count  area [um^2]  area share
Multi-Input combinational cell    505         3600       0.406
Tap cell                          211          264      0.0298
Inverter                           21         82.6     0.00932
Sequential cell                   174         4030       0.455
Clock inverter                     14          106      0.0120
Clock buffer                       18          439      0.0496
Timing Repair Buffer               37          340      0.0384
Power figures rest on the tool's default switching activity, not on a simulated workload.
