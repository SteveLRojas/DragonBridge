### run.sh
#!/bin/bash
# OpenROAD 26Q1-2900-gdf79404cd8, Yosys 0.63+post, stock flow scripts
make -C /OpenROAD-flow-scripts/flow DESIGN_CONFIG=/design/flow/config.mk WORK_HOME=/design/flow/orfs finish
### config.mk
export PLATFORM = sky130hd
export DESIGN_NAME = spi_master
export DESIGN_NICKNAME = spi_master
export VERILOG_FILES = /design/flow/design.v
export SDC_FILE = /design/flow/constraint.sdc
export NUM_CORES = 4
export LEC_CHECK = 1
export CORE_UTILIZATION = 50
### constraint.sdc
current_design spi_master

set clk_period 4.0
set clk_io_pct 0.2

create_clock -name clk0 -period $clk_period [get_ports {clk}]

set non_clock_inputs [all_inputs -no_clocks]
set_input_delay [expr $clk_period * $clk_io_pct] -clock clk0 $non_clock_inputs
set_output_delay [expr $clk_period * $clk_io_pct] -clock clk0 [all_outputs]
### design.v
module spi_master(
		input wire clk,
		input wire rst,
		input wire[7:0] clk_div,
		input wire cpol,
		input wire cpha,
		output reg sck,
		output wire mosi,
		input wire miso,
		input wire transfer_req,
		output wire transfer_ready,
		output wire transfer_done,
		input wire[7:0] to_agent,
		output wire[7:0] from_agent);
	wire load_en;
	wire shift_en;
	wire next_load_en;
	wire next_shift_en;
	reg load_en_q;
	reg shift_en_q;
	wire timer_pulse;
	wire last_cycle;
	reg prev_last_cycle;
	reg[3:0] cycle_count;
	reg[7:0] timer;
	reg transfer_active;
	wire done;
	reg prev_done;
	reg done_hold;
	reg prev_done_hold;
	wire[7:0] load_data;
	reg[7:0] load_data_hold;
	reg[7:0] tx_shift;
	reg[7:0] rx_shift;
	assign timer_pulse = ~|timer;
	assign last_cycle = &cycle_count;
	assign next_load_en = last_cycle & transfer_req;
	assign load_en = cpha ? load_en_q : next_load_en;
	assign load_data = cpha ? load_data_hold : to_agent;
	assign next_shift_en = transfer_active & cycle_count[0];
	assign shift_en = cpha ? shift_en_q : next_shift_en;
	assign done = cpha ? prev_done_hold : done_hold;
	assign transfer_ready = last_cycle & timer_pulse;
	assign transfer_done = done & ~prev_done;
	assign mosi = tx_shift[7];
	assign from_agent = rx_shift;
	always @(posedge clk)
	begin
		prev_done <= done;
		if(timer_pulse)
		begin
			load_en_q <= next_load_en;
			shift_en_q <= next_shift_en;
			prev_last_cycle <= last_cycle;
			prev_done_hold <= done_hold;
			load_data_hold <= to_agent;
		end
		if(timer_pulse)
			done_hold <= last_cycle & ~prev_last_cycle & transfer_active;
		if(shift_en & timer_pulse)
		begin
			tx_shift <= {tx_shift[6:0], load_data[0]};
			rx_shift <= {rx_shift[6:0], miso};
		end
		if(load_en & timer_pulse)
			tx_shift <= load_data;
		if(timer_pulse)
		begin
			if(last_cycle)
				sck <= cpol;
			else
				sck <= ~sck;
		end
	end
	always @(posedge clk or posedge rst)
	begin
		if(rst)
		begin
			cycle_count <= 4'h0;
			timer <= 8'h00;
			transfer_active <= 1'b0;
		end
		else
		begin
			if(timer == clk_div)
				timer <= 8'h0;
			else
				timer <= timer + 8'h01;
			if(timer_pulse)
			begin
				if(~last_cycle)
					cycle_count <= cycle_count + 4'h1;
				else if(transfer_req)
					cycle_count <= 4'h0;
			end
			if(timer_pulse & last_cycle)
				transfer_active <= transfer_req;
		end
	end
endmodule
==> impl_metrics.env <==
# flow metrics
export IMPL_ys_seq_share=0.632
export IMPL_grt_first_pass_wirelength_um=5360
export IMPL_cts_buffers=5
export IMPL_warning_count=27
export IMPL_cts_tree="yes"
export IMPL_die_h_um=64.8
export IMPL_synthTopCellsByArea="edfxtp_1 46%, dfrtp_1 16%, xnor2_1 4.9%, a21oi_1 4.1%, mux2i_1 4.1%"
export IMPL_wl_per_cell_um=13.3
export IMPL_arrival_ps=2380
export IMPL_drtPass1Iterations=4
export IMPL_end_kind="output pin"
export IMPL_path_delay_family="buffers and inverters"
export IMPL_maxSlewViolCount=0
export IMPL_ys_top_logic_family="simple AND/OR/NAND/NOR gates"
export IMPL_max_freq_ghz=0.314
export IMPL_maxSlewHeadroom=0.514
export IMPL_coreArea_sq_um=3720
export IMPL_drv_cap=0
export IMPL_diodes=0
export IMPL_io_buffers=33
export IMPL_ios=34
export IMPL_layout_top_cell="clkdlybuf4s50_1"
export IMPL_die_area_sq_um=4200
export IMPL_ys_cells=144
export IMPL_grt_max_degree=25
export IMPL_via_count=1197
export IMPL_drive_above_1_share=0.115
export IMPL_crit_buf_inv=3
export IMPL_ff_type="edfxtp_1"
export IMPL_finalCritPeriodShare=0.795
export IMPL_final_cell_mix="33 x clkdlybuf4s50_1, 30 x edfxtp_1, 16 x a21oi_1, 14 x nor2_1, 13 x dfrtp_1"
export IMPL_grt_overflow_total=0
export IMPL_h_tree_depth=2
export IMPL_rows=22
export IMPL_path_clk_slew_ps=80
export IMPL_finalSetupViolCount=0
export IMPL_drc=0
export IMPL_antenna_found_initial=0
export IMPL_synth_simple_area_share=0.105
export IMPL_cts_resized=0
export IMPL_min_path_type="reg -> reg"
export IMPL_via_per_inst=5.20
export IMPL_synth_flops=44
export IMPL_avgSynthCellArea_sq_um=13.7
export IMPL_ant_nets=0
export IMPL_cts_hold_buf=0
export IMPL_peakVddDrop_uv=339
export IMPL_synthCells=144
export IMPL_ys_sh_xor=0.0621
export IMPL_fin_setup_tns_ps=0
export IMPL_grt_util_all_layers=0.179
export IMPL_hold_viol=0
export IMPL_worstPathCellList="clkdlybuf4s50_1 > buf_4 > mux2_2 > nor2b_1 > clkdlybuf4s50_1"
export IMPL_aoi_share=0.0850
export IMPL_crit_type="in -> out"
export IMPL_ys_area_sq_um=1970
export IMPL_cts_root_buf="clkbuf_8"
export IMPL_critPathMaxFanout=12
export IMPL_cts_buffer_depth=2
export IMPL_drt_wl_total_um=3060
export IMPL_slowest_delay_ps=460
export IMPL_die_x_um=64.8
export IMPL_edf_count=30
export IMPL_async_flop_share=0.295
export IMPL_cts_setup_buffers=0
export IMPL_required_ps=3200
export IMPL_clock_skew_ps=6.42
export IMPL_clock_latency_ps=300
export IMPL_rsz0062_at_grt="false"
export IMPL_cellLeakagePower_uw=0.000881
export IMPL_fin_crit_ps=3180
export IMPL_drtIter0Drc=59
export IMPL_p_total_uw=1220
export IMPL_gp_congestion=0.837
export IMPL_tightest_slew_ps=729
export IMPL_crit_top_cell="clkdlybuf4s50_1"
export IMPL_ys_warn_count=1
export IMPL_cpMaxStageDelayCell="clkdlybuf4s50_1"
export IMPL_cp_start_kind="input pin"
export IMPL_syn_area_sq_um=1970
export IMPL_cellPowerDensity_nw_per_um2=503
export IMPL_grt_pass1_vias=1218
export IMPL_yosysUniqueCellTypes=32
export IMPL_yosys_area_top_type="edfxtp_1"
export IMPL_ys_sh_adder=0.0190
export IMPL_clock_sinks=44
export IMPL_mux_share=0.0634
export IMPL_top_cell_area_share=0.457
export IMPL_area_growth_pct=22.6
export IMPL_dp_hpwl_um=2140
export IMPL_fp_util=0.531
export IMPL_status="finished, final reports clean"
==> state kept, by name, summed over array words and instances, names as in the netlist <==
| name | count |
|---|---|
| cycle_count | 4 |
| done_hold | 1 |
| load_data_hold | 8 |
| load_en_q | 1 |
| prev_done | 1 |
| prev_done_hold | 1 |
| prev_last_cycle | 1 |
| rx_shift | 8 |
| sck | 1 |
| shift_en_q | 1 |
| timer | 8 |
| transfer_active | 1 |
| tx_shift | 8 |
==> Yosys cell counts (3+ instances only) <==
master,n
a21oi_1,16
dfrtp_1,13
edfxtp_1,30
ha_1,3
inv_1,7
mux2_2,4
mux2i_1,8
nand2_1,5
nand3_1,4
nor2_1,14
xnor2_1,11
xor2_1,3
==> through the flow <==
step	setup WS [ps]	util	hold WS [ps]	std cells	area, sq um
finish	818	0.651	458	230	2420
floorplan	1710	-	400	144	1970
detailed placement	797	0.628	440	222	2330
global placement	824	0.628	433	222	2330
CTS	796	0.651	459	230	2420
global route	768	0.651	470	230	2420
==> final timing paths <==
| kind | start | end | slack [ps] | cells after the start |
|---|---|---|---|---|
| setup / recovery | cpha | transfer_done | 820 | 5 |
| hold / removal | done_hold | prev_done_hold | 460 | 0 |
| setup reg to reg | cycle_count[0] | tx_shift[0] | 1700 | 5 |
| hold reg to reg | done_hold | prev_done_hold | 460 | 0 |
| max in group asynchronous | rst | timer[5] | 2850 | 2 |
| min in group asynchronous | rst | cycle_count[1] | 820 | 2 |
==> worst reg2reg max path, cell delays in order, from the launching register on <==
cell	delay [ps]
dfrtp_1	450
ha_1	290
nand3_4	160
o31ai_4	380
inv_1	80
a21oi_1	580
==> logic make-up (layout without fill, tap and decap cells) <==
logic type,Yosys count,after routing
adders and majority gates,3,3
AOI/OAI and AO/OA,24,24
DFF,44,44
buffers and inverters,12,50
muxes,12,12
and+or+nand+nor,35,35
xor gates and xnor gates,14,14
==> final cells by class <==
cell class | instances | area [sq um]
Timing Repair Buffer | 34 | 338
Multi-Input combinational cell | 88 | 659
Clock inverter | 2 | 12.5
Inverter | 8 | 31.3
Clock buffer | 6 | 72.6
Tap cell | 48 | 60.1
Sequential cell | 44 | 1250
Fill cell | 277 | 1300
==> where the power goes <==
| part | total, uW | internal [uW] | switching (uW) |
|---|---|---|---|
| registers | 663 | 562 | 101 |
| logic | 286 | 150 | 136 |
| clock network | 267 | 122 | 145 |
| total | 1220 | 834 | 382 |
==> routing by layer <==
layer	track usage	share of wire
met1	0.275	0.46
met2	0.276	0.47
met5	0	0
met3	0.0536	0.050
met4	0.0333	0.026
Power and IR drop assume default switching activity.
